--- design/flow/config.mk ---
export PLATFORM = sky130hd
export DESIGN_NAME = project_cau2
export DESIGN_NICKNAME = project_cau2
export VERILOG_FILES = /design/flow/design.v
export SDC_FILE = /design/flow/constraint.sdc
export NUM_CORES = 4
export LEC_CHECK = 1
export CORE_UTILIZATION = 50
--- design/flow/constraint.sdc ---
current_design project_cau2

set clk_period 3.4
set clk_io_pct 0.2

create_clock -name clk0 -period $clk_period [get_ports {CLOCK_50}]

set non_clock_inputs [all_inputs -no_clocks]
set_input_delay [expr $clk_period * $clk_io_pct] -clock clk0 $non_clock_inputs
set_output_delay [expr $clk_period * $clk_io_pct] -clock clk0 [all_outputs]
--- design/flow/design.v ---
module CLK1HZ(CLOCK_50, CLK); 
	input CLOCK_50;
	output CLK;
	reg CLK_1HZ = 0;
	reg [25:0] counter = 0;
	always @(posedge CLOCK_50)
		begin
			if(counter == 25000000)
				begin
					CLK_1HZ <= ~CLK_1HZ;  
					counter <= 0;
				end
			else counter <= counter + 1;
		end
	assign CLK = CLK_1HZ;
endmodule
module Counter(CLOCK_50, CLOCK_1HZ, BUTTON, sec, min);
input CLOCK_1HZ;
input CLOCK_50;
input [1:0] BUTTON;
output [5:0] sec;       
output [5:0] min;       
reg [1:0]timer_event;     
reg [1:0]state_button;    
reg [5:0] sec_cnt;       
reg [5:0] min_cnt;      
			always @(posedge CLOCK_50)
				begin		
					if(~BUTTON[1])   
						begin
							state_button[1] <= 1'b1;
						end
					if(BUTTON[1])   
						begin
							if (state_button[1] == 1'b1)
								begin
									timer_event[1] <= ~timer_event[1];
									state_button[1] <= 1'b0;
								end
						end
					if(BUTTON[0] == 1'b0) timer_event[0] <= 1'b1;   
					if(BUTTON[1] == 1'b0 && BUTTON[0] == 1'b1 && state_button[0] == 1'b1)   
						begin
							timer_event[0] <= 1'b0;
							timer_event[1] <= 1'b1;
						end
				end
	always @(posedge CLOCK_1HZ)
		begin
			if(timer_event[0]) 
				begin
					min_cnt <= 6'd0;
					sec_cnt <= 6'd0;
					state_button[0] <= 1'b1;
				end
			else if(~timer_event[1]) 
				begin
					state_button[0] <= 1'b0;
					sec_cnt <= sec_cnt + 1'b1;
					if (sec_cnt == 6'd59)
						begin
							sec_cnt <= 0;
							if (min_cnt == 6'd59)
								begin
									min_cnt  <= 6'd0;	
								end 
							 else if(~timer_event[1]) 
								 begin
									min_cnt <= min_cnt + 1'b1;
								 end
						end
		      end
		end
		assign sec = sec_cnt;
		assign min = min_cnt; 
endmodule
module Decoder (Result, LED_donvi, LED_chuc);
input [5:0] Result;
output [0:6] LED_donvi, LED_chuc;
wire[3:0] donvi,chuc;
assign donvi = Result % 10;
assign chuc = Result / 10;
assign LED_donvi =  (donvi == 4'b0000) ? 7'b0000001 :
							(donvi == 4'b0001) ? 7'b1001111 :
							(donvi == 4'b0010) ? 7'b0010010 :
							(donvi == 4'b0011) ? 7'b0000110 :
							(donvi == 4'b0100) ? 7'b1001100 :
							(donvi == 4'b0101) ? 7'b0100100 :
							(donvi == 4'b0110) ? 7'b0100000 :
							(donvi == 4'b0111) ? 7'b0001111 :
							(donvi == 4'b1000) ? 7'b0000000 :
							(donvi == 4'b1001) ? 7'b0000100 : 7'b1111111;
assign LED_chuc =  (chuc == 4'b0000) ? 7'b0000001 :
							(chuc == 4'b0001) ? 7'b1001111 :
							(chuc == 4'b0010) ? 7'b0010010 : 
							(chuc == 4'b0011) ? 7'b0000110 :
							(chuc == 4'b0100) ? 7'b1001100 :
							(chuc == 4'b0101) ? 7'b0100100 : 7'b1111111;
endmodule	
module project_cau2(input CLOCK_50, input [1:0]BUTTON, output [0:6]HEX0, HEX1, HEX2, HEX3);
	wire [5:0]sec;
	wire [5:0]min;
	wire CLK;
	CLK1HZ Clock_1Hz(.CLOCK_50(CLOCK_50), .CLK(CLK));
	Counter SecMinCounter(.CLOCK_50(CLOCK_50), .CLOCK_1HZ(CLK), .BUTTON(BUTTON), .sec(sec), .min(min));
	Decoder Seconds(.Result(sec), .LED_donvi(HEX0), .LED_chuc(HEX1));
	Decoder Minutes(.Result(min), .LED_donvi(HEX2), .LED_chuc(HEX3));
endmodule
--- design/flow/run.sh ---
#!/bin/bash
# OpenROAD 26Q1-2900-gdf79404cd8, Yosys 0.63+post, stock flow scripts
make -C /OpenROAD-flow-scripts/flow DESIGN_CONFIG=/design/flow/config.mk WORK_HOME=/design/flow/orfs finish
==> impl_metrics.yaml <==
# yosys + openroad results
placement:
  dpl.hpwl_microns: 4330
  post_dp_cell_area_sq_mm: 0.00327
  place_congestion: 0.836
  port_buffers: 30
  place_inst: 473
clock_network:
  tritoncts: "built"
  hold_buffers: 0
  clk_path_buf_depth: 2
  cts_root_buf: "clkbuf_8"
  postCtsSetupBuffers: 0
  clk-insertion-delay-late_ps: 280
  post_cts_resized: 0
  cts_inserted_buffers: 5
  htree_levels: 2
  clkTransAtPathRegs_ps: 60
layout:
  finalNonFillerCells: 481
  lay_top_count: "nor2_1"
  fillers: 524
  final_area_sq_mm: 0.00336
  postLayoutCoreUtil_pct: 59.9
  final_layout_size_suffix_gt1_share_pct: 3.91
  final_cell_mix: "48 x nor2_1, 42 x dfxtp_1, 36 x nand2_1, 30 x clkdlybuf4s50_1, 24 x a21oi_1"
  area_growth_pct: 13.3
logic_synthesis:
  synth_top_flop_cell: "dfxtp_1"
  ys.flops: 43
  async_reset_ff_share_pct: 0
  seq_area_frac_synth_pct: 29.4
  ys_cells: 389
  synth_cell_types: 57
  synth-edff-count: 1
  synth.cell_area_sq_mm: 0.00296
  ys_area_sq_mm: 0.00296
  yosys_warnings: 2
  synthesis.area_per_instance_sq_um: 7.62
  syn_inst: 389
drt:
  vias_per_cell: 5.47
  ant_nets: 0
  drc_errors: 0
  drt_first_pass_iters: 4
  wirelength_microns: 5760
  dr.first_iter.drc_count: 144
  wl_per_cell_microns: 12.0
  vias: 2633
  diodes: 0
timing:
  rsz0062_at_grt: "false"
  max_freq_ghz: 0.502
  min_period_ps: 1990
  slew_headroom_pct: 43.7
  setup-violations-final: 0
  clock_skew_ps: 2.47
  tns_ps: 0
  period_used_pct: 58.5
  unclocked_pins: 13
  untimed_endpoints: 41
  worst_slew_pin_slew_ps: 834
  slew_viol_final: 0
  finalHoldViolCount: 0
floorplan:
  num_rows: 27
  core-area_sq_mm: 0.00561
  die-height_microns: 79.0
  die_w_microns: 79.0
  boundaryPins: 31
  floorplan.core_util_pct: 52.8
  dieArea_sq_mm: 0.00624
worst_setup_path:
  rrSetupSlack_ps: 1410
  end_kind: "register"
  path_buffers: 0
  arrival_ps: 2160
  crit_top_cell: "and3_1"
  crit_path_max_fanout: 5
  cp.required_ps: 3570
  startpoint_type: "register"
  setup.worst_path.class: "reg2reg"
  path_delay_family: "simple AND/OR/NAND/NOR gates"
  path_cells: "and3_1 -> and3_1 -> and2_1 -> nor2b_1 -> and3_1 -> nand4_1 -> xnor2_1"
  cpPeakStageDelay_ps: 400
  crit_slowest_cell: "dfxtp_1"
global_route:
  grt_pass1_vias: 2227
  grt_max_degree: 21
  grt_overflow: 0
  antenna_found_initial: 0
  grt_pass1_wl_microns: 10000
  track_usage_pct: 19.7
job:
  tool_warnings: 34
  cap_viol_max_count: 0
power:
  p_leak_uw: 0.00127
  peakVddDrop_mv: 0.250
  powerDensity_mw_per_mm2: 199
min_path:
  hold_class: "reg2reg"
run_status:
  status: "complete, no violations"
==> cells by family (layout without fill, tap and decap cells) <==
| kind of cell | after synthesis | after routing | share of synthesized area (%) |
|---|---|---|---|
| DFF | 43 | 43 | 29.4 |
| xor gates and xnor gates | 37 | 37 | 10.9 |
| buffers and inverters | 37 | 57 | 5.62 |
| AOI/OAI and AO/OA | 81 | 81 | 17.6 |
| adders and majority gates | 14 | 14 | 5.91 |
| and+or+nand+nor | 175 | 175 | 29.9 |
| muxes | 2 | 2 | 0.676 |
==> layout make-up <==
cell class | instances | area [sq um] | area share, %
clock inverter | 1 | 5.00 | 0.149
timing repair buffer | 32 | 315 | 9.39
tap | 72 | 90.1 | 2.68
inverter | 17 | 63.8 | 1.90
clock buffer | 7 | 86.3 | 2.57
sequential | 43 | 871 | 25.9
multi-input combinational | 309 | 1930 | 57.4
==> registers in the layout, indices dropped and copies added (netlist names) <==
signal / count
SecMinCounter.timer_event: 2
SecMinCounter.min_cnt: 6
SecMinCounter.state_button: 2
SecMinCounter.sec_cnt: 6
Clock_1Hz.CLK_1HZ: 1
Clock_1Hz.counter: 26
==> cells in the mapped netlist, types with 3 or more instances <==
cell type	count	share of area, %
a21oi_1	24	4.1
a221oi_1	4	1.2
a31oi_1	6	1.3
and2_1	3	0.63
and3_1	9	1.9
buf_4	3	0.76
clkbuf_1	12	1.5
dfxtp_1	42	28
ha_1	14	5.9
inv_1	17	2.2
nand2_1	36	4.6
nand2b_1	5	1.1
nand3_1	15	2.5
nand3b_1	3	0.76
nand4_1	6	1.3
nor2_1	48	6.1
nor2b_1	12	2.5
nor3_1	9	1.5
nor4_1	3	0.63
o211ai_1	3	0.76
o21a_1	4	1.0
o21ai_0	12	2.0
o22ai_1	7	1.5
or2_2	3	0.63
or3_1	8	1.7
xnor2_1	23	6.8
xor2_1	14	4.1
==> per-stage QoR <==
step	hold WS, ps	total power [uW]	setup WS, ps
finish	459	669	1410
global route	499	693	1160
CTS	463	677	1400
detailed placement	455	386	1440
global placement	452	385	1480
floorplan	435	381	1550
==> where the power goes <==
group,internal [uW],switching (uW)
combinational,8.36,6.37
sequential,357,6.04
clock,163,129
total,528,141
==> final timing paths <==
check,startpoint,endpoint,cells after the start
worst min-delay path,Clock_1Hz.counter[25],Clock_1Hz.counter[25],1
worst min register to register,Clock_1Hz.counter[25],Clock_1Hz.counter[25],1
worst max register to register,Clock_1Hz.counter[2],Clock_1Hz.counter[25],7
worst max-delay path,Clock_1Hz.counter[2],Clock_1Hz.counter[25],7
==> routing by layer <==
metal  track usage [%]  vias to the layer above  wire [microns]
met5                 0                        -               0
met4              2.00                        0              38
met3              2.68                        4             168
met2              31.2                       28            2620
met1              30.2                     1201            2930
li1                  -                     1400               -
No activity file was given, so power comes from the tool's default toggle rates.
